$ cat ./config.mk
export PLATFORM = sky130hd
export DESIGN_NAME = alarm
export DESIGN_NICKNAME = alarm
export VERILOG_FILES = /design/flow/design.v
export SDC_FILE = /design/flow/constraint.sdc
export NUM_CORES = 4
export LEC_CHECK = 1
export CORE_AREA = 10 10 73 73
export DIE_AREA = 0 0 83 83
$ cat ./constraint.sdc
current_design alarm

set clk_period 1.7
set clk_io_pct 0.2

create_clock -name clk0 -period $clk_period [get_ports {clk}]

set non_clock_inputs [all_inputs -no_clocks]
set_input_delay [expr $clk_period * $clk_io_pct] -clock clk0 $non_clock_inputs
set_output_delay [expr $clk_period * $clk_io_pct] -clock clk0 [all_outputs]
$ cat ./design.v
`timescale 1ns / 1ps
module alarm(
			input wire clk,
			input wire rst,
			input wire [3:0] curr_hour,
			input wire [5:0] curr_min,
			input wire [5:0] curr_sec,
			input wire 		curr_am_pm,
			input wire inc_alarm_hour,
			input wire inc_alarm_min,
			input wire alarm_enable,
			input wire alarm_clear,
			output reg alarm_on,
			output reg [3:0] alarm_hour,
			output reg [5:0] alarm_min,
			output reg 		alarm_am_pm			
    );
always @(posedge clk or posedge rst) begin
	if(rst)begin
		alarm_hour <= 4'd6;		 
		alarm_min <= 6'd0;
		alarm_am_pm <= 1'b0;
	end else begin
		if(inc_alarm_hour)begin
			if (alarm_hour == 4'd11) begin
                alarm_hour  <= 4'd12;
                alarm_am_pm <= ~alarm_am_pm;
            end else if(alarm_hour == 4'd12)begin
            	alarm_hour <=4'd1;
            end else begin
            	alarm_hour <= alarm_hour + 1;
            end
		end
		if (inc_alarm_min) begin
            alarm_min <= (alarm_min == 6'd59) ? 0 : alarm_min + 1;
        end
	end
end
always @(posedge clk or posedge rst) begin
    if (rst) begin
        alarm_on <= 1'b0;
    end else begin
        if (alarm_clear) begin
            alarm_on <= 1'b0;
        end else if (alarm_enable &&
                     curr_hour  == alarm_hour &&
                     curr_min   == alarm_min  &&
                     curr_sec   == 6'd0       &&
                     curr_am_pm == alarm_am_pm) begin
            alarm_on <= 1'b1;
        end
    end
end
endmodule
$ cat ./run.sh
#!/bin/bash
# OpenROAD 26Q1-2900-gdf79404cd8, Yosys 0.63+post, stock flow scripts
make -C /OpenROAD-flow-scripts/flow DESIGN_CONFIG=/design/flow/config.mk WORK_HOME=/design/flow/orfs finish
==> run_results.csv <==
group,metric,value,unit
run_status,status,"finished clean",
power_and_ir_drop,p_leak,0.4717,nW
sta,slew_violations,0,
worst_setup_path,slowest_delay,0.58,ns
detailed_routing,firstDrtPassIters,4,
synth,simple_gate_area_share,17.30,%
synth,yosys.area.top_type_share,32.95,%
worst_setup_path,critPathKind,"flop to output port",
detailed_routing,drt-initial-drc-count,61,
placed_design,placed_area,1134,sq um
synth,synthTopCellsByArea,"dfrtp_1 (33%), xor2_1 (10%), dfstp_2 (6.9%)",
global_routing,grt_max_degree,13,
synth,ys.warnings.count,1,
clock_network,cts_inserted_buffers,3,
placed_design,port_buffers,34,
clock_network,postCtsSetupBuffers,0,
floorplan,io_pins,35,
synth,ys_sh_xor,14.99,%
power_and_ir_drop,ir_drop,0.0003270,V
synth,yosys-mux-area-fraction,1.483,%
sta,worstMarginPinSlew,0.4740,ns
worst_setup_path,critical_path_required,1.36,ns
synth,synth_cells,81,
synth,yosysChipArea,759.5,sq um
worst_setup_path,crit_family,"flip-flops",
global_routing,grt_util_met2,9.427,%
global_routing,antenna_found_initial,0,
worst_setup_path,worst-path-buf-inv,1,
floorplan,dieArea,6889,sq um
clock_network,htreeDepth,1,
run,tool_warnings,26,
worst_setup_path,rrSetupSlack,0.37,ns
sta,final_hold_viol_count,0,
global_routing,grt_pass1_vias,698,
clock_network,tritoncts,"done",
power_and_ir_drop,power_per_cell_area,1392,nW/um^2
detailed_routing,wl,2.207,mm
worst_setup_path,start_kind,"flop",
placed_design,place_congestion,0.8499,
placed_design,pre_cts_ws,0.09885,ns
floorplan,rows,22,
clock_network,clk_latency,0.23,ns
global_routing,met1_usage,7.912,%
synth,yosysCellCount,81,
detailed_routing,via_per_inst,4.327,
hold_path,hp-class,"input pin to async pin",
global_routing,grt_usage,6.109,%
worst_setup_path,cp-end-kind,"output port",
synth,synthesis.area,759.5,sq um
sta,slew_headroom,68.37,%
synth,top_area_cell,"dfrtp_1",
sta,rsz0062_at_grt,"false",
cells_and_area,final_area,1194,sq um
global_routing,grt-ovfl-total,0,
placed_design,hpwl,1.723,mm
clock_network,post_cts_resized,0,
detailed_routing,wl_per_cell,13.38,um
power_and_ir_drop,power.total,1.662,mW
floorplan,fp_util,20.29,%
detailed_routing,route.detailed.drc,0,
detailed_routing,detail-route-antenna-nets,0,
cells_and_area,fill_cells,392,
synth,aoi_share,15.49,%
worst_setup_path,path_max_fanout,5,
sta,min_period,1.645,ns
synth,avgSynthCellArea,9.376,sq um
sta,finClkSkew,0.001795,ns
worst_setup_path,reg2regPathDepth,6,
clock_network,cts_hold_buf,0,
synth,ys_sh_adder,4.942,%
worst_setup_path,slowest_stage,"dfstp_2",
global_routing,busiest_layer,"met2",
synth,ys_seq_share,39.87,%
sta,worst_slack,0.05539,ns
sta,finalClockPeriodUsage,96.74,%
detailed_routing,vias,714,
worst_setup_path,worstPathCellList,"clkdlybuf4s50_1",
sta,fin_tns_setup,0,ns
floorplan,core-area,3744,sq um
worst_setup_path,worstPathArrival,1.30,ns
synth,synth_cell_type_count,27,
synth,yosys-dominant-comb-family,"simple AND/OR/NAND/NOR gates",
clock_network,cts.sinks,12,
clock_network,root_buffer,"clkbuf_8",
clock_network,path_clk_slew,0.05,ns
cells_and_area,drive_gt1_share,10.26,%
worst_setup_path,reg2reg_from,"alarm_hour[1]$_DFFE_PP1P_",
floorplan,die_y,83,um
worst_setup_path,r2r_end,"alarm_hour[0]$_DFFE_PP0P_",
global_routing,grt_pass1_wl,3.567,mm
sta,fmax,608.0,MHz
cells_and_area,syn2layout_area_growth,57.17,%
detailed_routing,n_antenna_cell,0,
run,drv_cap,0,
floorplan,die_x,83,um
global_routing,grt_use_met3,2.657,%
sta,setup_viol,0,
synth,postSynthRegisterBits,12,
clock_network,clockBufferDepth,2,
cells in the final DEF (no fill, tap or decap), types with 2 or more instances in the layout:
cell type,count
nand2_1,12
buf_4,2
clkdlybuf4s50_1,34
xor2_1,9
ha_1,3
inv_1,5
nand3_1,4
nor4_1,2
dfstp_2,2
dfrtp_1,10
nand4_1,3
o21ai_0,7
xnor2_1,4
a21oi_1,3
clkbuf_8,3
state kept, by name (all words and copies together) (netlist names):
signal and cells:
alarm_on 1, alarm_am_pm 1, alarm_hour 4, alarm_min 6
synth_stat cells (all sizes together):
cell,n
nor2,1
nand3,4
xnor2,4
o31a,1
inv,5
o21ai,8
xor2,9
ha,3
o211ai,1
o2111ai,1
dfrtp,10
buf,4
o21a,1
nand4,3
dfstp,2
o41ai,1
o22ai,1
nor4b,1
mux2,1
a21oi,3
nor4,3
and3b,1
o31ai,1
nand2,12
metrics by stage:
stage | util [%] | hold WS, ns | std cells
final | 31.89 | 0.4227 | 165
after global routing | 31.89 | 0.4750 | 165
after CTS | 31.48 | 0.4414 | 163
after detailed placement | 30.28 | 0.5065 | 159
after global placement | 30.28 | 0.5056 | 159
after floorplan | - | 0.2033 | 81
kinds of logic (layout without fill, tap and decap cells):
family | Yosys count | in the layout
compound gates | 18 | 18
xor+xnor | 13 | 13
fa+ha+maj | 3 | 3
buf+inv | 9 | 45
flops | 12 | 12
simple gates | 25 | 25
mux | 1 | 1
power breakdown:
| group | internal [mW] | switching, mW | leakage [nW] | total [mW] |
|---|---|---|---|---|
| combinational | 0.477 | 0.264 | 0.301 | 0.741 |
| sequential | 0.427 | 0.231 | 0.148 | 0.658 |
| clock | 0.165 | 0.0979 | 0.0228 | 0.263 |
routing by layer:
metal / part of all wire, % / vias up
met5: 0 / -
met4: 0.54 / 0
met2: 45 / 30
met3: 10 / 2
li1: - / 357
met1: 44 / 325
cell type report:
class / count / area [sq um] / area share (%)
Clock buffer: 4 / 45.04 / 3.774
Inverter: 5 / 18.77 / 1.572
Multi-Input combinational cell: 60 / 411.6 / 34.49
Sequential cell: 12 / 302.8 / 25.37
Tap cell: 48 / 60.06 / 5.031
Timing Repair Buffer: 36 / 355.3 / 29.77
worst max-delay path by stage:
stage,depth (start not counted),start,to,slack [ns]
4_1_cts,1,alarm_hour[2]$_DFFE_PP1P_,alarm_hour[2],0.04
5_1_grt,1,alarm_hour[1]$_DFFE_PP1P_,alarm_hour[1],0.02
6_report,1,alarm_hour[1]$_DFFE_PP1P_,alarm_hour[1],0.06
Power is estimated from default activity; no workload was simulated.
