<file path="design/flow/config.mk">
export PLATFORM = sky130hd
export DESIGN_NAME = Debounce
export DESIGN_NICKNAME = Debounce
export VERILOG_FILES = /design/flow/design.v
export SDC_FILE = /design/flow/constraint.sdc
export NUM_CORES = 4
export LEC_CHECK = 1
export CORE_AREA = 10 10 103 103
export DIE_AREA = 0 0 113 113
</file>
<file path="design/flow/constraint.sdc">
current_design Debounce

set clk_period 3.8
set clk_io_pct 0.2

create_clock -name clk0 -period $clk_period [get_ports {clk}]

set non_clock_inputs [all_inputs -no_clocks]
set_input_delay [expr $clk_period * $clk_io_pct] -clock clk0 $non_clock_inputs
set_output_delay [expr $clk_period * $clk_io_pct] -clock clk0 [all_outputs]
</file>
<file path="design/flow/design.v">
`timescale 1ns / 1ps
module Debounce(
				input wire clk,
				input wire rst,
				input wire noisy_btn,
				output reg clean_btn
    );
    reg [16:0] count;  
    reg btn_sync;
    always @(posedge clk or posedge rst)begin
    	if(rst)begin
    		count<=0;
    		clean_btn<=0;
    		btn_sync<=0;
    	end else begin
    		btn_sync<= noisy_btn;
    		if(btn_sync == clean_btn)begin
    			count <=0;
    		end else begin
    			count <=count +1;
    			if(count == 17'd100_000)begin
    				clean_btn <= btn_sync;
    				count <=0;
    			end
    		end
    	end
    end
endmodule
</file>
<file path="design/flow/run.sh">
#!/bin/bash
# OpenROAD 26Q1-2900-gdf79404cd8, Yosys 0.63+post, stock flow scripts
make -C /OpenROAD-flow-scripts/flow DESIGN_CONFIG=/design/flow/config.mk WORK_HOME=/design/flow/orfs finish
</file>
==> insert_results.sql <==
-- generated from flow reports
INSERT INTO impl_metrics (metric_group, metric, value, unit) VALUES
('power_and_ir_drop', 'total_power', '0.358', 'mW'),
('grt', 'overflow', '0', ''),
('floorplanning', 'chip_area', '0.0128', 'sq mm'),
('timing', 'fmax', '0.539', 'GHz'),
('status', 'status', 'finished clean', ''),
('grt', 'grt_antenna_before_repair', '0', ''),
('place', 'post-place-ws', '2090', 'ps'),
('critical_path', 'r2r_end', 'count[11]', ''),
('floorplanning', 'die_w', '113', 'um'),
('timing', 'setup-violations-final', '0', ''),
('run', 'drv_cap', '0', ''),
('critical_path', 'timing.critical_path.max_delay_family', 'buffers and inverters', ''),
('grt', 'grt_pass1_vias', '604', ''),
('route', 'drt-total-wl', '1.62', 'mm'),
('logic_synthesis', 'yosys_instances', '93', ''),
('final_layout', 'post_layout_nonfiller_instances', '203', ''),
('critical_path', 'critPathCaptureType', 'output pin', ''),
('place', 'port-buffer-count', '3', ''),
('grt', 'grt_first_pass_wirelength', '2.84', 'mm'),
('floorplanning', 'die_y_extent', '113', 'um'),
('clock_network', 'cts_root_buffer', 'sky130_fd_sc_hd__clkbuf_8', ''),
('timing', 'fin_crit', '1860', 'ps'),
('logic_synthesis', 'synth_sequential_area_ratio', '48.7', '%'),
('critical_path', 'r2r_start', 'count[0]', ''),
('final_layout', 'layout.cell_area.non_filler', '0.00116', 'sq mm'),
('route', 'drc', '0', ''),
('logic_synthesis', 'post_synth_main_logic_family', 'simple AND/OR/NAND/NOR gates', ''),
('logic_synthesis', 'post_synth_ao_oa_area_fraction', '0', '%'),
('clock_network', 'cts-resized-gates', '0', ''),
('logic_synthesis', 'yosys-mux-area-fraction', '1.15', '%'),
('logic_synthesis', 'netlist-cell-type-count', '22', ''),
('critical_path', 'crit_path_max_fanout', '3', ''),
('logic_synthesis', 'number_of_warning_messages_in_the_yosys_log', '1', ''),
('clock_network', 'tritoncts.num_buffers', '3', ''),
('power_and_ir_drop', 'p_leak', '0.432', 'nW'),
('route', 'via_count', '654', ''),
('critical_path', 'worst-r2r-setup-slack', '2120', 'ps'),
('worst_hold_path', 'worst_hold_path.endpoint', 'count[0]', ''),
('critical_path', 'critPathKind', 'reg2out', ''),
('critical_path', 'critical_path.max_stage_delay', '470', 'ps'),
('timing', 'post-route-period-util', '48.8', '%'),
('critical_path', 'required', '3040', 'ps'),
('logic_synthesis', 'ys_ff', '19', ''),
('route', 'wire_per_inst', '7.99', 'um'),
('final_layout', 'drive_above_1_share', '13.3', '%'),
('timing', 'worst_pin_slew', '689', 'ps'),
('worst_hold_path', 'min_path_cells', '1', ''),
('worst_hold_path', 'min-delay-path-class', 'reg2reg', ''),
('place', 'place.gp.congestion', '0.763', ''),
('logic_synthesis', 'synthesis.area', '976', 'sq um'),
('floorplanning', 'coreArea', '0.00830', 'sq mm'),
('logic_synthesis', 'synthSimpleGateAreaFrac', '29.0', '%'),
('power_and_ir_drop', 'power.density', '309', 'mW/mm^2'),
('critical_path', 'timing.critical_path.from_type', 'flop', ''),
('timing', 'fin_worst_skew', '6.17', 'ps'),
('route', 'drt_first_pass_iters', '4', ''),
('timing', 'hold_viol', '0', ''),
('clock_network', 'deepest_clock_path_buffer_count', '2', ''),
('clock_network', 'cts_max_level', '1', ''),
('route', 'route.antenna.diode_count', '0', ''),
('clock_network', 'cts_tree', 'done', ''),
('clock_network', 'ctsHoldBuffers', '0', ''),
('final_layout', 'most-common-layout-cells', 'sky130_fd_sc_hd__dfrtp_1 (19), sky130_fd_sc_hd__nor2_1 (16), sky130_fd_sc_hd__xnor2_1 (13)', ''),
('clock_network', 'worstSkewPairLatency', '250', 'ps'),
('place', 'detailed_place.area', '0.00111', 'sq mm'),
('final_layout', 'area.growth.synth_to_final', '18.8', '%'),
('logic_synthesis', 'fraction_of_synthesized_cell_area_in_xor_and_xnor_cells', '14.4', '%'),
('place', 'dp.final_hpwl', '1.19', 'mm'),
('timing', 'max_slew_margin', '54.0', '%'),
('critical_path', 'path_cells', 'clkdlybuf4s50_1', ''),
('timing', 'fin_worst_hold_slack', '527', 'ps');
-- Yosys cell counts --
| library cell | count | area, sq um |
|---|---|---|
| sky130_fd_sc_hd__dfrtp_1 | 19 | 475 |
| sky130_fd_sc_hd__nor2_1 | 16 | 60.1 |
| sky130_fd_sc_hd__xnor2_1 | 13 | 114 |
| sky130_fd_sc_hd__inv_1 | 5 | 18.8 |
| sky130_fd_sc_hd__nand2_1 | 5 | 18.8 |
| sky130_fd_sc_hd__nor4_1 | 5 | 31.3 |
| sky130_fd_sc_hd__nor3_1 | 4 | 20.0 |
| sky130_fd_sc_hd__nand3_1 | 3 | 15.0 |
| sky130_fd_sc_hd__nand4_1 | 3 | 18.8 |
| sky130_fd_sc_hd__nor2_2 | 3 | 18.8 |
| sky130_fd_sc_hd__xor2_1 | 3 | 26.3 |
| sky130_fd_sc_hd__and4bb_2 | 2 | 25.0 |
| sky130_fd_sc_hd__buf_6 | 2 | 22.5 |
| sky130_fd_sc_hd__ha_1 | 2 | 25.0 |
| sky130_fd_sc_hd__and3_1 | 1 | 6.26 |
| sky130_fd_sc_hd__mux2_2 | 1 | 11.3 |
| sky130_fd_sc_hd__nand2_2 | 1 | 6.26 |
| sky130_fd_sc_hd__nand3_2 | 1 | 10.0 |
| sky130_fd_sc_hd__nand4_2 | 1 | 12.5 |
| sky130_fd_sc_hd__nand4_4 | 1 | 21.3 |
| sky130_fd_sc_hd__nor4b_1 | 1 | 8.76 |
| sky130_fd_sc_hd__nor4bb_1 | 1 | 10.0 |
-- state kept, by name, indices dropped and copies added, names as in the netlist --
signal and cells:
btn_sync 1, count 17, clean_btn 1
-- worst max path at each step --
| stage | startpoint | to | slack, ps |
|---|---|---|---|
| 5_1_grt | clean_btn | clean_btn | 1900 |
| 4_1_cts | clean_btn | clean_btn | 1930 |
| 6_report | clean_btn | clean_btn | 1940 |
-- metal layers --
layer  wire (um)  track usage, %  vias to the layer above  part of all wire (%)
met2         721            3.84                       12                    44
met5           0               0                        -                     0
met1         763            3.39                      317                    47
met4          41           0.508                        0                   2.5
li1            -               -                      323                     -
met3          95            1.12                        2                   5.9
-- layout make-up --
cell class                 instances  area, sq um
inverter                           5         18.8
multi-input combinational         67          459
timing repair buffer               3         30.0
clock buffer                       4         45.0
sequential                        19          475
tap                              105          131
fill                             920         7140
-- kinds of logic after synthesis --
family                   after synthesis
XOR/XNOR                              16
adder cells (fa/ha/maj)                2
buffers and inverters                  7
flip-flops                            19
multiplexers                           1
AND/OR/NAND/NOR                       48
-- power by group --
part / total, mW / switching (mW) / internal [mW] / leakage (nW)
Sequential: 0.210 / 0.00419 / 0.205 / 0.261
Clock: 0.133 / 0.0589 / 0.0743 / 0.0228
Combinational: 0.0157 / 0.00995 / 0.00571 / 0.149
Total: 0.358 / 0.0730 / 0.285 / 0.432
No activity file was given, so power comes from the tool's default toggle rates.
