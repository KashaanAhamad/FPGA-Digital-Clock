==> flow/design.v <==
`timescale 1ns / 1ps
module seven_seg(
				input wire clk,
				input wire rst,
				input wire [3:0] hour,
				input wire [5:0] min,
				output reg [6:0] seg,
				output reg [3:0] an
    );
reg [16:0] refresh_cnt;
reg [1:0]  digit_sel;
always @(posedge clk or posedge rst) begin
    if (rst) begin
        refresh_cnt <= 0;
        digit_sel   <= 0;
    end else begin
        if (refresh_cnt == 17'd100_000) begin
            refresh_cnt <= 0;
            digit_sel   <= digit_sel + 1;
        end else begin
            refresh_cnt <= refresh_cnt + 1;
        end
    end
end
wire [3:0] hour_tens = hour / 10;
wire [3:0] hour_ones = hour % 10;
wire [3:0] min_tens  = min / 10;
wire [3:0] min_ones  = min % 10;
reg [3:0] digit;
always @(*) begin
    case (digit_sel)
        2'd0: begin
            an    = 4'b1110;
            digit = min_ones;
        end
        2'd1: begin
            an    = 4'b1101;
            digit = min_tens;
        end
        2'd2: begin
            an    = 4'b1011;
            digit = hour_ones;
        end
        2'd3: begin
            an    = 4'b0111;
            digit = hour_tens;
        end
    endcase
end
always @(*) begin
    case (digit)
        4'd0: seg = 7'b1000000;
        4'd1: seg = 7'b1111001;
        4'd2: seg = 7'b0100100;
        4'd3: seg = 7'b0110000;
        4'd4: seg = 7'b0011001;
        4'd5: seg = 7'b0010010;
        4'd6: seg = 7'b0000010;
        4'd7: seg = 7'b1111000;
        4'd8: seg = 7'b0000000;
        4'd9: seg = 7'b0010000;
        default: seg = 7'b1111111;
    endcase
end
endmodule
==> flow/run.sh <==
#!/bin/bash
# OpenROAD 26Q1-2900-gdf79404cd8, Yosys 0.63+post, stock flow scripts
make -C /OpenROAD-flow-scripts/flow DESIGN_CONFIG=/design/flow/config.mk WORK_HOME=/design/flow/orfs finish
==> flow/config.mk <==
export PLATFORM = sky130hd
export DESIGN_NAME = seven_seg
export DESIGN_NICKNAME = seven_seg
export VERILOG_FILES = /design/flow/design.v
export SDC_FILE = /design/flow/constraint.sdc
export NUM_CORES = 4
export LEC_CHECK = 1
export CORE_AREA = 10 10 109 109
export DIE_AREA = 0 0 119 119
==> flow/constraint.sdc <==
current_design seven_seg

set clk_period 5.2
set clk_io_pct 0.2

create_clock -name clk0 -period $clk_period [get_ports {clk}]

set non_clock_inputs [all_inputs -no_clocks]
set_input_delay [expr $clk_period * $clk_io_pct] -clock clk0 $non_clock_inputs
set_output_delay [expr $clk_period * $clk_io_pct] -clock clk0 [all_outputs]
==> flow_metrics.env <==
# source this file to load flow results
export IMPL_areaGrowthSynthToFinish_pct=54.28
export IMPL_slew_headroom=0.5294
export IMPL_cp_start_kind="input pin"
export IMPL_synth_area_um2=2107
export IMPL_hold_viol_final=0
export IMPL_yosys_warnings=1
export IMPL_utilization=0.3372
export IMPL_yosys_stat_area_um2=2107
export IMPL_status="complete, but fails checks"
export IMPL_finalCritPeriodShare=1.059
export IMPL_grtUsageMet1=0.09867
export IMPL_grt_overflow_total=0
export IMPL_top_area_frac=0.2257
export IMPL_crit_slowest_cell="or4b_4"
export IMPL_cp_required_ns=4.16
export IMPL_p_comb_frac=0.527
export IMPL_p_per_area_nw_per_um2=160.4
export IMPL_firstDrtPassIters=4
export IMPL_drtIter0Drc=66
export IMPL_p_sw_uw=164.6
export IMPL_clock_skew_final_ns=0.002611
export IMPL_grt_pass1_wl_mm=9.363
export IMPL_tightestPinTransition_ns=0.7051
export IMPL_edf_count=0
export IMPL_routed_wirelength_mm=5.421
export IMPL_setup_violations=7
export IMPL_coreArea_um2=9639
export IMPL_cts_buffers=3
export IMPL_stdcell_count=474
export IMPL_yosys_cells=247
export IMPL_synth_top_flop_cell="dfrtp_1"
export IMPL_top_cells_by_count="24 x inv_1, 22 x ha_1, 19 x dfrtp_1"
export IMPL_antenna_found_initial=0
export IMPL_rsz0062_at_grt="yes"
export IMPL_busiest_layer="met2"
export IMPL_grt_pass1_vias=2125
export IMPL_path_cells="buf_8, and2b_2, o31a_4, inv_4, ha_4, or4b_4, nor4_4, a211oi_4, buf_6, mux2_4, nor4_4, a21oi_1, mux2i_1, ha_2, buf_6, inv_2, or2_0, a21oi_1, clkbuf_2"
export IMPL_warnings=40
export IMPL_placed_cells=460
export IMPL_rows=36
export IMPL_post_dp_hpwl_mm=4.286
export IMPL_cp_max_fo=6
export IMPL_ir_drop_mv=0.1240
export IMPL_postSynthSeqShare=0.2257
export IMPL_async_flop_share=1.000
export IMPL_drive_above_1_share=0.3871
export IMPL_met3_usage=0.01055
export IMPL_drv_cap=0
export IMPL_ctsHoldBuffers=0
export IMPL_fp_util=0.2186
export IMPL_ioPinCount=23
export IMPL_drv_slew=0
export IMPL_fill_cells=978
export IMPL_synth_cells=247
export IMPL_power_switching_share=0.3157
export IMPL_clockBufferDepth=2
export IMPL_p_int_uw=356.8
export IMPL_root_buffer="clkbuf_8"
export IMPL_crit_type="input pin to primary output"
export IMPL_clkTransAtPathRegs_ns=0.06
export IMPL_synth_seq_cells=19
export IMPL_avgViaCountPerCell=4.327
export IMPL_min_period_ns=5.506
export IMPL_hp_class="register to register"
export IMPL_clock_latency_ns=0.25
export IMPL_setup_tns_ns=-1.362
export IMPL_critical_path_arrival_ns=4.47
export IMPL_wl_per_cell_um=11.44
export IMPL_violations="negative setup slack"
export IMPL_vias=2051
export IMPL_portBuffers=22
export IMPL_seqPwrFrac=0.283
export IMPL_grt_max_degree=20
export IMPL_drc=0
export IMPL_yosysTopAreaCell="dfrtp_1"
export IMPL_setup_ws_ns=-0.3060
export IMPL_die_area_um2=14160
export IMPL_fmax_mhz=181.6
export IMPL_max_stage_delay_ns=0.46
export IMPL_antenna_left=0
export IMPL_dieWidth_um=119
export IMPL_cts_sinks=19
export IMPL_grtUsageMet2=0.1324
export IMPL_crit_path_end_kind="primary output"
export IMPL_yosys_top_cells_area="dfrtp_1 23%, ha_1 13%, inv_1 4.3%"
export IMPL_synthDistinctLibCells=64
export IMPL_antenna_cells=0
export IMPL_place_congestion=0.8597
export IMPL_leakage_nw=1.479
export IMPL_synth_avg_cell_area_um2=8.530
export IMPL_die_y_um=119
export IMPL_yosys_cell_count_top_type="inv_1"
export IMPL_cts_tree="done"
export IMPL_clockPowerShare=0.190
export IMPL_htreeDepth=1
export IMPL_grt_total_usage=0.07513
[worst paths after layout]
kind                                start         endpoint  slack, ns  cells after the start
hold / removal             refresh_cnt[8]   refresh_cnt[8]       0.49                      1
hold reg to reg            refresh_cnt[8]   refresh_cnt[8]       0.49                      1
max in group asynchronous             rst   refresh_cnt[5]       3.55                      2
setup reg to reg           refresh_cnt[0]     digit_sel[1]       3.28                      6
min in group asynchronous             rst  refresh_cnt[10]       1.20                      2
setup / recovery                   min[3]           seg[3]      -0.31                     19
[flip-flops by register name, summed over array words and instances, names as in the netlist]
register and count:
refresh_cnt 17, digit_sel 2
[cell usage in the layout, fill, tap and decap left out, types with 6 or more instances in the layout]
cell             netlist  final
a21oi_1                7      6
xor2_1                 8      8
nand3_1               11     11
xnor2_1                9      8
nor2_1                14     14
ha_1                  22     15
clkdlybuf4s50_1        0      9
buf_4                  0     71
and3_1                 6      6
inv_1                 24     21
nor2b_1                6      6
o21ai_0               14     14
nand2_1               14     13
nor3_1                 9      9
dfrtp_1               19     19
[critical path: cells and delay by family]
| kind | cells | cell delay [ns] |
|---|---|---|
| simple gates | 5 | 1.28 |
| compound gates | 4 | 0.62 |
| mux | 2 | 0.62 |
| buf+inv | 6 | 0.56 |
| fa+ha+maj | 2 | 0.37 |
[cell families (layout without fill, tap and decap cells)]
group | count (synthesis) | after routing | share of synthesized area
buffers and inverters | 31 | 125 | 0.06057
adder cells (fa/ha/maj) | 22 | 22 | 0.1306
AND-OR/OR-AND | 61 | 61 | 0.2239
multiplexers | 11 | 11 | 0.05760
AND/OR/NAND/NOR | 86 | 86 | 0.2310
XOR/XNOR | 17 | 17 | 0.07067
flip-flops | 19 | 19 | 0.2257
[power groups by stage]
stage         Sequential, mW  Combinational (mW)  Clock (mW)
global route           0.148               0.302       0.109
CTS                    0.148               0.248       0.104
finish                 0.148               0.275      0.0991
[per-stage QoR]
stage	cell area [um2]	setup slack [ns]	total power, mW	hold slack [ns]
after floorplan	2113	0.004681	0.2649	0.4513
after global placement	2950	-0.9382	0.3891	0.4805
after detailed placement	2950	-0.9894	0.3899	0.4765
after CTS	3049	-0.7868	0.4996	0.4889
after global routing	3251	-0.5325	0.5592	0.5198
final	3251	-0.3060	0.5214	0.4879
[metal layers]
metal	vias up	part of all wire	routed length, um
li1	1072	-	-
met5	-	0	0
met4	0	0.0035	19
met2	16	0.49	2671
met1	961	0.49	2641
met3	2	0.016	89
[layout make-up]
type	count	area (um2)	share of cell area
Multi-Input combinational cell	197	1684	0.5181
Timing Repair Buffer	97	787.0	0.2421
Sequential cell	19	475.5	0.1463
Tap cell	133	166.4	0.05119
Inverter	24	92.59	0.02848
Clock buffer	4	45.04	0.01386
[repair_timing]
action,in CTS,in global routing
pin swaps,7,15
gates resized,15,54
endpoints found under the setup margin,7,7
buffers inserted,1,9
Power is estimated from default activity; no workload was simulated.
